==> flow/design.v <==
module counter(  
              clk,
              hard_reset,
              dp_count);  
parameter N=10;
input clk;
input hard_reset;
output reg [N-1:0] dp_count;
always @ (posedge clk or negedge hard_reset) begin
  if (~hard_reset) dp_count <=0;
  else dp_count <= dp_count+1'b1;
end
endmodule
module dec_7seg(  
                a,  
                seg,  
                dot);  
input [3:0] a;
input dot;
output [7:0] seg;
assign seg[7] = ~(~a[2]&~a[0] | ~a[3]&a[1] | ~a[3]&a[2]&a[0] |
                a[2]&a[1] | a[3]&~a[2]&~a[1]);
assign seg[6] = ~(~a[3]&~a[2] | ~a[3]&~a[1]&~a[0] | ~a[2]&~a[0] |
                ~a[3]&a[1]&a[0] | a[3]&~a[1]&a[0]);
assign seg[5] = ~(~a[3]&~a[1] | ~a[3]&a[0] | ~a[1]&a[0] |
                ~a[3]&a[2] | a[3]&~a[2]);
assign seg[4] = ~(~a[2]&~a[0] | ~a[2]&a[1] | a[1]&~a[0] | 
                a[2]&~a[1]&a[0] | a[3]&~a[1]);
assign seg[3] = ~(~a[2]&~a[0] | a[1]&~a[0] | a[3]&a[1] |
                a[3]&a[2]);
assign seg[2] = ~(~a[2]&~a[1]&~a[0] | ~a[3]&a[2] | a[2]&a[1] |
                a[3]&~a[2]&a[0]);
assign seg[1] = ~(~a[2]&a[1] | a[2]&~a[1] | a[2]&~a[0] | a[3]);
assign seg[0] = ~(dot);  
endmodule
module dp_fsm(
clk, hard_reset, dot,
dp_count,  
a,  
seg_sel,  
d, e, f, g, h, i);  
input clk;
input hard_reset;
input [9:0] dp_count;
input [3:0] d;
input [3:0] e;
input [3:0] f;
input [3:0] g;
input [3:0] h;
input [3:0] i;
output reg [3:0] a;
output reg [5:0] seg_sel;
output reg dot;
reg [2:0] state, next_state;
parameter S0=3'b000;
parameter S1=3'b001;
parameter S2=3'b010;
parameter S3=3'b011;
parameter S4=3'b100;
parameter S5=3'b101;
parameter seg_sel0 = 6'b100000;  
parameter seg_sel1 = 6'b010000;
parameter seg_sel2 = 6'b001000;
parameter seg_sel3 = 6'b000100;
parameter seg_sel4 = 6'b000010;
parameter seg_sel5 = 6'b000001;  
always @ (posedge clk or negedge hard_reset) begin
  if (~hard_reset) state <= S5;  
  else state <= next_state;
end
always @ (state or dp_count) begin
  case (state)
    S0: if (dp_count==10'h3FF) next_state=S1;
        else next_state=S0;
    S1: if (dp_count==10'h3FF) next_state=S2;
        else next_state=S1;
    S2: if (dp_count==10'h3FF) next_state=S3;
        else next_state=S2;
    S3: if (dp_count==10'h3FF) next_state=S4;
        else next_state=S3;
    S4: if (dp_count==10'h3FF) next_state=S5;
        else next_state=S4;
    S5: if (dp_count==10'h3FF) next_state=S0;
        else next_state=S5;
    default: next_state=S0;
  endcase
end
always @ (state) begin
  if (state==S0) begin
    a=i;
    dot=0;
    seg_sel = seg_sel0;
  end
  else if (state==S1) begin
    a=h;
    dot=1;
    seg_sel = seg_sel1;
  end
  else if (state==S2) begin
    a=g;
    dot=0;
    seg_sel = seg_sel2;
  end
  else if (state==S3) begin
    a=f;
    dot=1;
    seg_sel = seg_sel3;
  end
  else if (state==S4) begin
    a=e;
    dot=0;
    seg_sel = seg_sel4;
  end
  else if (state==S5) begin
    a=d;
    dot=0;
    seg_sel = seg_sel5;
  end
end
endmodule
module sec_counter(
            clk,
            hard_reset,
            sec_count,
            en);
input clk;
input hard_reset;
input [1:0] en;  
output reg [18:0] sec_count;  
parameter T0=2'b00;  
parameter T1=2'b01;  
parameter T2=2'b10;  
always @ (posedge clk or negedge hard_reset) 
begin
    if (~hard_reset) 
        sec_count <= 0;  
    else begin 
        if(en == T0) 
            sec_count <= 0;  
        else begin
            if(en == T1) 
                sec_count <= sec_count + 19'd1;  
            else begin
                if (en == T2) 
                    sec_count <= sec_count;  
                if(sec_count == 19'd499_999) 
                    sec_count <= 0;  
            end
        end
    end
end
endmodule
module seg_controller(
                      clk, hard_reset,
                      d, e, f, g, h, i,
                      seg,  
                      seg_sel);  
input clk;
input hard_reset;
input [3:0] d;
input [3:0] e;
input [3:0] f;
input [3:0] g;
input [3:0] h;
input [3:0] i;
output [7:0] seg;
output [5:0] seg_sel;
wire [9:0] dp_count;
wire [3:0] a;
wire dot;
counter U1_counter(
                  .clk(clk),  
                  .hard_reset(hard_reset),  
                  .dp_count(dp_count));  
dp_fsm U0_dp_fsm(
          .clk(clk), .hard_reset(hard_reset), .dot(dot),
          .dp_count(dp_count), .d(d), .e(e), .f(f), .g(g), .h(h), .i(i),
			 .a(a), .seg_sel(seg_sel));
dec_7seg U2_dec_7seg(
                    .a(a),  
                    .dot(dot),  
                    .seg(seg));  
endmodule
module start_fsm(
    clk,         
    start,       
    new_start    
);
input clk;          
input start;        
output reg new_start;  
reg [18:0] count;      
reg s;              
always @ (posedge clk) begin
    if (start) begin
        count <= 1'b0;           
        s <= 1'b1;               
        new_start <= 1'b0;       
    end
    else count <= count + 1'b1;  
    if ((count == 19'd50000) & s) new_start <= 1;   
    else if (count == 19'd100000) s <= 1'b0;        
    else new_start <= 0;                            
end
endmodule
module stopwatch_fsm(
                    clk,
                    hard_reset,
                    start,
			              soft_reset,
                    en
                    );
input clk;
input hard_reset;
input start;
input soft_reset;
output reg [1:0] en;
reg [1:0] state;
reg [1:0] nextstate;
parameter T0 = 2'b00;   
parameter T1 = 2'b01;  
parameter T2 = 2'b10;  
always@(posedge clk or negedge hard_reset) begin
  if(~hard_reset) state <= T0;  
  else state <= nextstate;      
end
always@(state or start or soft_reset) begin
  if(~soft_reset)
    nextstate = T0;  
  else begin
    case (state)
      T0 : if (start) nextstate = T1;  
           else nextstate = T0;
      T1 : if (start) nextstate = T2;  
           else nextstate = T1;
      T2 : if (start) nextstate = T1;  
           else nextstate = T2;
    default : nextstate = T0;  
    endcase
  end
end
always@(state) begin
  case (state)
    T1 : en = T1;  
    T2 : en = T2;  
    default : en = T0;  
  endcase 
end
endmodule
module stopwatch_top(
    clk,           
    hard_reset,    
    start,         
    soft_reset,    
    d, e, f, g, h, i   
);
input clk;
input hard_reset;
input start;
input soft_reset;
output [3:0] d;
output [3:0] e;
output [3:0] f;
output [3:0] g;
output [3:0] h;
output [3:0] i;
wire [18:0] sec_count;   
wire [1:0] en;           
wire new_start;          
sec_counter U0_sec_counter(
    .clk(clk),
    .hard_reset(hard_reset),
    .en(en),
    .sec_count(sec_count)
);
start_fsm U0_start_fsm(
    .clk(clk),
    .start(start),
    .new_start(new_start)
);
stopwatch_fsm U1_stopwatch_fsm(
    .clk(clk),
    .soft_reset(soft_reset),
    .hard_reset(hard_reset),
    .start(new_start),   
    .en(en)
);
timer U2_timer(
    .clk(clk),
    .hard_reset(hard_reset),
    .soft_reset(soft_reset),
    .sec_count(sec_count),
    .d(d),
    .e(e),
    .f(f),
    .g(g),
    .h(h),
    .i(i)
);
endmodule
module timer(
    clk,           
    hard_reset,    
    sec_count,     
    soft_reset,    
    d, e, f, g, h, i   
);
input clk;                
input hard_reset;         
input [18:0] sec_count;   
input soft_reset;         
output reg [3:0] d;       
output reg [3:0] e;       
output reg [3:0] f;       
output reg [3:0] g;       
output reg [3:0] h;       
output reg [3:0] i;       
always@(posedge clk or negedge hard_reset) begin
    if (~hard_reset)  d <= 4'd0;   
    else begin 
        if ((d == 4'd10) || ~soft_reset) d <= 4'd0;   
        else if(sec_count == 19'd499_999) d <= d + 4'd1;   
    end
end
always@(posedge clk or negedge hard_reset) begin
    if (~hard_reset)  e <= 4'd0;
    else begin 
        if ((e == 4'd10) || ~soft_reset) e <= 4'd0;
        else if(d == 4'd10) e <= e + 4'd1;   
    end
end
always@(posedge clk or negedge hard_reset) begin
    if (~hard_reset)  f <= 4'd0;
    else begin 
        if ((f == 4'd10) || ~soft_reset) f <= 4'd0;
        else if(e == 4'd10) f <= f + 4'd1;   
    end
end
always@(posedge clk or negedge hard_reset) begin
    if (~hard_reset)  g <= 4'd0;
    else begin 
        if ((g == 4'd6) || ~soft_reset) g <= 4'd0;   
        else if(f == 4'd10) g <= g + 4'd1;   
    end
end
always@(posedge clk or negedge hard_reset) begin
    if (~hard_reset)  h <= 4'd0;
    else begin 
        if ((h == 4'd10) || ~soft_reset) h <= 4'd0;
        else if(g == 4'd6) h <= h + 4'd1;   
    end
end
always@(posedge clk or negedge hard_reset) begin
    if (~hard_reset)  i <= 5'd0;
    else begin 
        if ((i == 4'd6) || ~soft_reset) i <= 4'd0;   
        else if(h == 4'd10) i <= i + 4'd1;   
    end
end
endmodule
module top(clk, soft_reset, hard_reset,
          start,
          seg,
          seg_sel);
input clk;
input soft_reset;
input hard_reset;
input start;
output [7:0] seg;
output [5:0] seg_sel;
wire [3:0] d;
wire [3:0] e;
wire [3:0] f;
wire [3:0] g;
wire [3:0] h;
wire [3:0] i;
stopwatch_top U0_stopwatch_top(.clk(clk),
                           .soft_reset(soft_reset),
                           .hard_reset(hard_reset),
                           .start(start),
                           .d(d),
                           .e(e),
                           .f(f),
                           .g(g),
                           .h(h),
                           .i(i));
seg_controller U1_seg_controller(.clk(clk),
                                 .hard_reset(hard_reset),
                                 .d(d),
                                 .e(e),
                                 .f(f),
                                 .g(g),
                                 .h(h),
                                 .i(i),
                                 .seg(seg),
                                 .seg_sel(seg_sel));
endmodule
==> flow/run.sh <==
#!/bin/bash
# OpenROAD 26Q1-2900-gdf79404cd8, Yosys 0.63+post, stock flow scripts
make -C /OpenROAD-flow-scripts/flow DESIGN_CONFIG=/design/flow/config.mk WORK_HOME=/design/flow/orfs finish
==> flow/config.mk <==
export PLATFORM = sky130hd
export DESIGN_NAME = top
export DESIGN_NICKNAME = top
export VERILOG_FILES = /design/flow/design.v
export SDC_FILE = /design/flow/constraint.sdc
export NUM_CORES = 4
export LEC_CHECK = 1
export CORE_UTILIZATION = 40
==> flow/constraint.sdc <==
current_design top

set clk_period 4.3
set clk_io_pct 0.2

create_clock -name clk0 -period $clk_period [get_ports {clk}]

set non_clock_inputs [all_inputs -no_clocks]
set_input_delay [expr $clk_period * $clk_io_pct] -clock clk0 $non_clock_inputs
set_output_delay [expr $clk_period * $clk_io_pct] -clock clk0 [all_outputs]
==> impl_metrics.ini <==
; flow metrics
[pwr]
clkPwrFrac = 0.477
switching_share = 0.208
leakagePower_uw = 0.00217
p_int_uw = 1230
p_per_area_nw_per_um2 = 296
ir_drop_v = 0.000208
p_sw_uw = 323
p_seq_frac = 0.504
p_comb_frac = 0.019

[synth]
synthTopCellsByCount = dfrtp_1, nor2_1, nand2_1
synth.area.top_cells = dfrtp_1, dfxtp_1, ha_1
synthCells = 487
syn_area_um2 = 4700
synthAdderAreaFrac = 0.0533
compound_area_frac = 0.132
synthTopLogicFamily = simple AND/OR/NAND/NOR gates
ys_sh_xor = 0.0634
ys_ff = 94
synth-simple-area-share = 0.216
async_flop_share = 0.660
ys_cells = 487
yosys_most_used_dff = dfrtp_1
yosys_warnings = 6
yosys_area_um2 = 4700
synthMuxAreaShare = 0.0405
top_cell_area_share = 0.320
top_area_cell = dfrtp_1
synth.distinct_cells = 57
synth-edff-count = 0
yosysMostFrequentCell = dfrtp_1
syn_avg_cell_area_um2 = 9.64

[route]
post-route-drc-count = 0
vias = 3463
drt_iter0_markers = 273
first_pass_iters = 4
drtAntennaViolNets = 0
drt-vias-per-instance = 5.39
wirelength_um = 8580
routedWlPerCell_um = 13.4
n_antenna_cell = 0

[run_status]
status = completed

[worst_setup_path]
crit_path_start_kind = flip-flop
worst-setup-path-type = flip-flop to flip-flop
cp.arrival_ps = 2570
reg2regPathDepth = 5
r2r_start = U0_stopwatch_top.U0_sec_counter.sec_count[0]
required_ps = 4520
reg2reg_to = U0_stopwatch_top.U0_sec_counter.sec_count[18]
crit_path_start = U0_stopwatch_top.U0_sec_counter.sec_count[0]
cp_max_fo = 13
r2r_slack_ps = 1940
worstSetupEndpointType = flip-flop

[hold_path]
hold_path.startpoint = U1_seg_controller.U1_counter.dp_count[5]
worstHoldPathType = flip-flop to flip-flop
whs_endpoint = U1_seg_controller.U1_counter.dp_count[5]
hold_depth = 1

[final_layout]
drive_above_1_share = 0.0701
design_area_um2 = 5250
area_growth_pct = 11.8

[clock_tree]
cts_setup_buffers = 0
cts_resized = 0
numCtsBuffers = 9
clockBufferDepth = 2
clk-insertion-delay-late_ps = 330
tritoncts = built
cts_root_buf = clkbuf_16
clkTransAtPathRegs_ps = 60
postCtsHoldBufs = 0
htreeDepth = 3

[global_route]
grt_max_degree = 38
grt_first_pass_wirelength_um = 15100
first_global_vias = 3184
antenna_found_initial = 0
grt-ovfl-total = 0
grt_use_total = 0.160

[sta]
worstMarginPinSlew_ps = 732
post-route-period-util = 0.548
relSlewSlack = 0.510
unclocked_pins = 11
drv_slew = 0
setup_viol = 0
fin_skew_ps = 3.36
final-hold-violation-count = 0
fmax_mhz = 424
untimed_endpoints = 25
rsz0062_at_grt = no
layout_setup_ws_ps = 1940
post-route-min-period_ps = 2360
tns_ps = 0

[die]
fp.dieW_um = 110
io_pins = 18
rows = 39
fp_util = 0.411
fp.dieH_um = 110
coreArea_um2 = 11400
dieArea_um2 = 12200

[place]
place_ws_ps = 1930
dpl_cell_area_um2 = 4960
portBuffers = 17
gp_congestion = 0.826
dpl.hpwl_um = 5780

[job]
drv_cap = 0
warnings = 35
## critical path, stage by stage, from the launching register on
cell,delay [ps]
dfrtp_1,380
ha_1,240
nand4_1,460
or4_4,680
o211a_1,230
a211o_1,260
## metrics by stage
step | util | instances | hold slack, ps | power [uW]
6_report | 0.460 | 642 | 470 | 1560
4_1_cts | 0.460 | 642 | 476 | 1580
3_5_place_dp | 0.435 | 626 | 455 | 829
2_1_floorplan | - | 487 | 438 | 810
3_3_place_gp | 0.435 | 626 | 453 | 829
5_1_grt | 0.460 | 642 | 482 | 1620
## how the worst max path moves through the flow
stage / end / slack (ps)
final: U0_stopwatch_top.U0_sec_counter.sec_count[18] / 1940
after global routing: U0_stopwatch_top.U0_sec_counter.sec_count[18] / 1800
after CTS: U0_stopwatch_top.U0_sec_counter.sec_count[18] / 1960
## final cells by class
type                            instances  area [um2]
Timing Repair Buffer                   19         180
Clock buffer                           10         229
Sequential cell                        94        2140
Clock inverter                          6        56.3
Tap cell                              143         179
Multi-Input combinational cell        344        2370
Fill cell                            1072        6170
Inverter                               26        97.6
## metal layers
layer / global-route usage / wire length [um] / vias up
met5: 0 / 0 / -
met4: 0.0197 / 113 / 0
met3: 0.0210 / 243 / 9
met2: 0.250 / 3850 / 55
met1: 0.252 / 4370 / 1626
li1: - / - / 1773
## layout by cell type, fill, tap and decap left out, types with 15 or more instances in the layout
master	count
nor2_1	42
o21ai_0	16
ha_1	20
xnor2_1	20
dfxtp_1	21
inv_1	25
a21oi_1	25
dfrtp_1	60
nand2_1	31
clkdlybuf4s50_1	16
nand3_1	15
## registers in the layout, indices dropped and copies added, names as in the netlist, 6 cells and up, named ones only
register and cells:
U0_stopwatch_top.U0_start_fsm.count 19, U1_seg_controller.U0_dp_fsm.seg_sel 6, U0_stopwatch_top.U0_sec_counter.sec_count 19, U1_seg_controller.U1_counter.dp_count 10
## logic make-up after synthesis
logic type      Yosys count
compound gates           94
buf+inv                  49
latches                  11
xor+xnor                 34
fa+ha+maj                20
mux                      18
flops                    83
simple gates            178
## power by group through the flow
stage	sequential, uW	combinational [uW]	clock, uW
6_report	784	29.9	742
4_1_cts	783	31.3	767
5_1_grt	784	35.2	798
Power and IR drop assume default switching activity.
